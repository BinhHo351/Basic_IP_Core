### design/flow/run.sh
#!/bin/bash
# OpenROAD 26Q1-2900-gdf79404cd8, Yosys 0.63+post, stock flow scripts
make -C /OpenROAD-flow-scripts/flow DESIGN_CONFIG=/design/flow/config.mk WORK_HOME=/design/flow/orfs finish
### design/flow/config.mk
export PLATFORM = sky130hd
export DESIGN_NAME = Basic_IP_Core
export DESIGN_NICKNAME = Basic_IP_Core
export VERILOG_FILES = /design/flow/design.v
export SDC_FILE = /design/flow/constraint.sdc
export NUM_CORES = 4
export LEC_CHECK = 1
export CORE_UTILIZATION = 30
### design/flow/constraint.sdc
current_design Basic_IP_Core

set clk_period 5.6
set clk_io_pct 0.2

create_clock -name clk0 -period $clk_period [get_ports {pclk}]

set non_clock_inputs [all_inputs -no_clocks]
set_input_delay [expr $clk_period * $clk_io_pct] -clock clk0 $non_clock_inputs
set_output_delay [expr $clk_period * $clk_io_pct] -clock clk0 [all_outputs]
### design/flow/design.v
module Basic_IP_Core (pclk,presetn,pwrite,psel,penable,paddr,pwdata,prdata,pready,pslverr);
  input wire pclk,presetn,pwrite,psel,penable;
  input wire [7:0] paddr,pwdata;
  output wire pready,pslverr;
  output reg [7:0] prdata;
  reg [7:0] reg_A,reg_B,reg_C,reg_D,reg_E,reg_F,reg_G,reg_H;
  reg [7:0] psel_reg;
  wire apb_wr_en;
  wire apb_rd_en;
  assign pready = 1'b1;
  assign pslverr = 1'b0;
  assign apb_wr_en = pwrite & penable & pready;   
  assign apb_rd_en = (~pwrite) & penable & pready;   
  always @(paddr or psel)
  begin
  if(psel==0)
    psel_reg = 8'b0000_0000;
  else
    case(paddr)
      8'h00: psel_reg = 8'b0000_0001;
      8'h01: psel_reg = 8'b0000_0010;
      8'h02: psel_reg = 8'b0000_0100;
      8'h03: psel_reg = 8'b0000_1000;
      8'h04: psel_reg = 8'b0001_0000;
      8'h05: psel_reg = 8'b0010_0000;
      8'h06: psel_reg = 8'b0100_0000;
      8'h07: psel_reg = 8'b1000_0000;
      default: psel_reg = 8'b0000_0000;
    endcase
  end
  always @(paddr or psel or apb_rd_en)
  begin
  if(!(psel && apb_rd_en))
    prdata = 8'b0000_0000;
  else
    case(paddr)
      8'h00: prdata = reg_A;
      8'h01: prdata = reg_B;
      8'h02: prdata = reg_C;
      8'h03: prdata = reg_D;
      8'h04: prdata = reg_E;
      8'h05: prdata = reg_F;
      8'h06: prdata = reg_G;
      8'h07: prdata = reg_H;
      default: prdata = 8'b0000_0000;
    endcase
  end
  always @(posedge pclk or negedge presetn)
  begin
    if(presetn==0)
      reg_A <= 8'h00;
    else if(psel_reg[0] & apb_wr_en)
      reg_A <= pwdata;
    else
      reg_A <= reg_A;
  end
  always @(posedge pclk or negedge presetn)
  begin
    if(presetn==0)
      reg_B <= 8'h00;
    else if(psel_reg[1] & apb_wr_en)
      reg_B <= pwdata;
    else
      reg_B <= reg_B;
  end
  always @(posedge pclk or negedge presetn)
  begin
    if(presetn==0)
      reg_C <= 8'h00;
    else if(psel_reg[2] & apb_wr_en)
      reg_C <= pwdata;
    else
      reg_C <= reg_C;
  end
  always @(posedge pclk or negedge presetn)
  begin
    if(presetn==0)
      reg_D <= 8'h00;
    else if(psel_reg[3] & apb_wr_en)
      reg_D <= pwdata;
    else
      reg_D <= reg_D;
  end
  always @(posedge pclk or negedge presetn)
  begin
    if(presetn==0)
      reg_E <= 8'h00;
    else if(psel_reg[4] & apb_wr_en)
      reg_E <= pwdata;
    else
      reg_E <= reg_E;
  end
  always @(posedge pclk or negedge presetn)
  begin
    if(presetn==0)
      reg_F <= 8'h00;
    else if(psel_reg[5] & apb_wr_en)
      reg_F <= pwdata;
    else
      reg_F <= reg_F;
  end
  always @(posedge pclk or negedge presetn)
  begin
    if(presetn==0)
      reg_G <= 8'h00;
    else if(psel_reg[6] & apb_wr_en)
      reg_G <= pwdata;
    else
      reg_G <= reg_G;
  end
  always @(posedge pclk or negedge presetn)
  begin
    if(presetn==0)
      reg_H <= 8'h00;
    else if(psel_reg[7] & apb_wr_en)
      reg_H <= pwdata;
    else
      reg_H <= reg_H;
  end
endmodule  
==> impl_metrics.json <==
{
  "tns_ns": 0,
  "clock_latency_ns": 0.33,
  "ys_types": 19,
  "n_antenna_cell": 0,
  "rsz0062_at_grt": "no",
  "ys_cells": 213,
  "grt_overflow": 0,
  "gp_congestion": 0.747,
  "num_rows": 36,
  "hp-class": "reg2reg",
  "die-area_um2": 10600,
  "cts.sinks": 64,
  "timing_hold_violations_final": 0,
  "setup_viol": 0,
  "endpoint_kind": "output port",
  "synth-seq-cells": 64,
  "relSlewSlack_pct": 40.7,
  "maxCapViolCount": 0,
  "initCoreUtil_pct": 31.1,
  "drt_iter0_markers": 58,
  "fin_skew_ns": 0,
  "tightest_slew_ns": 0.885,
  "clockBufferDepth": 2,
  "area_delta_synth_final_pct": 19.3,
  "fmax_mhz": 215,
  "drive_gt1_share_pct": 37.2,
  "cp.required_ns": 4.48,
  "grt_start_max_net_pins": 63,
  "worst_setup_path_start_kind": "primary input",
  "first_global_vias": 1926,
  "cts_buffers": 9,
  "die_y_um": 103,
  "cts_resized": 0,
  "utilization_pct": 37.1,
  "drt_pass1_iterations": 3,
  "path_common_cell": "clkdlybuf4s50_1",
  "min_period_over_period_pct": 83.0,
  "p_leak_nw": 1.70,
  "path_clk_slew_ns": 0.06,
  "synth-area-yosys_um2": 3050,
  "ir_drop_v": 0.000114,
  "final_common_cell": "dfrtp_1",
  "avgSynthCellArea_um2": 14.3,
  "slew_viol_final": 0,
  "synth_warnings": 1,
  "most-common-layout-cells": "dfrtp_1 (64), mux2_2 (62), mux2i_1 (32)",
  "routed_wl_mm": 6.63,
  "crit_fanout": 9,
  "die_x_um": 103,
  "wl_per_cell_um": 17.3,
  "power_density_nw_per_um2": 238,
  "period_needed_ns": 4.65,
  "grt_pass1_wl_mm": 10.7,
  "cts_root_buf": "clkbuf_8",
  "vias_per_cell": 4.93,
  "fillers": 968,
  "tool_warnings": 25,
  "path_class": "in2out",
  "synth_cells": 213,
  "coreArea_um2": 9820,
  "portBuffers": 28,
  "grt_util_all_layers_pct": 14.3,
  "final_antenna_net_count": 0,
  "ios": 31,
  "path_cells": "clkdlybuf4s50_1 -> or4_1 -> nor4_2 -> buf_4 -> o21a_1 -> clkdlybuf4s50_1",
  "antenna_found_initial": 0,
  "hold_buffers": 0,
  "syn-cell-area_um2": 3050,
  "cts_setup_buffers": 0,
  "htreeDepth": 3,
  "max_stage_delay_ns": 0.83,
  "drc": 0,
  "crit_slowest_cell": "or4_1",
  "vias": 1889,
  "cts_tree": "yes",
  "outcome": "complete, no violations",
  "synth_seq_share_pct": 52.4,
  "place_hpwl_mm": 4.06,
  "cp.arrival_ns": 3.53
}
sequential cells by signal, summed over array words and instances (netlist names):
signal / cells
reg_B: 8
reg_A: 8
reg_C: 8
reg_H: 8
reg_G: 8
reg_E: 8
reg_D: 8
reg_F: 8
Yosys cell counts:
| master | count | area [µm²] |
|---|---|---|
| buf_2 | 2 | 10.0 |
| buf_4 | 3 | 22.5 |
| clkbuf_1 | 5 | 18.8 |
| conb_1 | 2 | 7.51 |
| dfrtp_1 | 64 | 1600 |
| mux2_1 | 2 | 22.5 |
| mux2_2 | 62 | 698 |
| mux2i_1 | 32 | 320 |
| nand2_1 | 2 | 7.51 |
| nand3b_1 | 1 | 7.51 |
| nand4b_1 | 1 | 8.76 |
| nor3_2 | 4 | 40.0 |
| nor4_2 | 1 | 12.5 |
| nor4_4 | 4 | 85.1 |
| o21a_1 | 8 | 60.1 |
| o22ai_1 | 16 | 100 |
| or3_1 | 1 | 6.26 |
| or3b_2 | 2 | 17.5 |
| or4_1 | 1 | 7.51 |
layout make-up:
type	count	area (µm²)	area share, %
clock buffers	12	155	4.26
clock inverters	1	5.00	0.137
multi-input cells	139	1400	38.4
flip-flops and latches	64	1600	43.9
repair buffers	34	315	8.65
well taps	133	166	4.57
stage by stage:
stage	worst slack [ns]	power (mW)	hold WS (ns)	area, µm²	instances
finish	0.955	0.867	0.488	3640	383
floorplan	2.02	0.509	0.458	3050	213
global route	0.834	0.903	0.517	3640	383
detailed placement	0.951	0.543	0.480	3480	370
CTS	0.935	0.879	0.494	3640	383
global placement	0.987	0.542	0.469	3480	370
cell families (layout without fill, tap and decap cells):
logic type             count (synthesis)  after routing  share of synthesized area (%)
muxes                                 96             96                           34.1
and+or+nand+nor                       17             17                           6.31
DFF                                   64             64                           52.4
buffers and inverters                 10             47                           1.68
other                                  2              2                          0.246
AOI/OAI and AO/OA                     24             24                           5.24
worst max-delay path: cells and delay by family:
family                 cells  cell delay [ns]
buffers and inverters      3             1.08
and+or+nand+nor            2             1.19
AOI/OAI and AO/OA          1             0.13
report_power, final:
part,leakage [nW],switching [mW],total [mW],internal (mW)
clock network,0.0842,0.156,0.333,0.177
registers,0.892,0.00311,0.472,0.469
logic,0.721,0.0358,0.0615,0.0257
layer usage:
metal / global-route usage, % / vias up / wire length, µm
met4: 1.30 / 0 / 44
li1: - / 878 / -
met1: 22.1 / 961 / 3300
met3: 4.34 / 9 / 390
met2: 21.3 / 41 / 2890
met5: 0 / - / 0
final timing paths:
check,end,slack [ns],from,depth (start not counted)
max in group asynchronous,reg_G[1]$_DFFE_PN0P_,4.09,presetn,2
min reg2reg,reg_H[6]$_DFFE_PN0P_,0.49,reg_H[6]$_DFFE_PN0P_,1
min in group asynchronous,reg_H[6]$_DFFE_PN0P_,0.57,presetn,1
min,reg_H[6]$_DFFE_PN0P_,0.49,reg_H[6]$_DFFE_PN0P_,1
max,prdata[4],0.95,paddr[4],6
max reg2reg,reg_H[4]$_DFFE_PN0P_,4.84,reg_H[4]$_DFFE_PN0P_,1
Power figures rest on the tool's default switching activity, not on a simulated workload.
